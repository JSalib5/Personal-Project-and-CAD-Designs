## flow/config.mk

```make
export PLATFORM = sky130hd
export DESIGN_NAME = tpnco
export DESIGN_NICKNAME = tpnco
export VERILOG_FILES = /design/flow/design.v
export SDC_FILE = /design/flow/constraint.sdc
export NUM_CORES = 4
export LEC_CHECK = 1
export CORE_UTILIZATION = 30
```

## flow/constraint.sdc

```tcl
current_design tpnco

set clk_period 21.2
set clk_io_pct 0.2

create_clock -name clk0 -period $clk_period [get_ports {clock}]

set non_clock_inputs [all_inputs -no_clocks]
set_input_delay [expr $clk_period * $clk_io_pct] -clock clk0 $non_clock_inputs
set_output_delay [expr $clk_period * $clk_io_pct] -clock clk0 [all_outputs]
```

## flow/design.v

```verilog
module tpnco (clock, resetb, step,	mod, mask, ticks, sine_out1, sine_out2);
parameter W_ACCUM = 24; 						 
parameter W_TICK  = 8;  						 
parameter W_STEP  = 24;							 
parameter W_MOD   = 24;							 
input	clock, resetb;     						 
input [W_STEP-1:0] step; 						 
input [W_MOD-1:0]	mod;   						 
input [W_TICK-1:0]	mask;						 
output [W_TICK-1:0]	ticks;					 
output sine_out1, sine_out2;					 
reg [W_ACCUM-1:0]	accum, accum_in;
reg [W_TICK-1:0]	ticks;
reg		wrap;
wire [W_ACCUM-1:0]	sum = accum + step; 	 
wire [W_ACCUM-1:0]	rem = sum - mod;    	 
wire			over = (sum >= mod);
always @(posedge clock or negedge resetb)  
   if (~resetb) accum <= 0;					 
   else         accum <= accum_in;			 
always @(over or rem or sum) begin
   if (over) begin
      accum_in <= rem; 							 
      wrap <= 1;
   end
   else begin
      accum_in <= sum;							 
      wrap <= 0;
   end
end
always @(posedge clock) begin
   if (~resetb) ticks <= 0;					 
   else begin
      if (wrap) 
         ticks <= ticks + 2;					 
   end
end
assign sine_out1 = |(ticks & mask);
assign sine_out2 = |((ticks+1) & mask);
endmodule
```

## flow/run.sh

```bash
#!/bin/bash
# OpenROAD 26Q1-2900-gdf79404cd8, Yosys 0.63+post, stock flow scripts
make -C /OpenROAD-flow-scripts/flow DESIGN_CONFIG=/design/flow/config.mk WORK_HOME=/design/flow/orfs finish
```

==> results_slide.txt <==
Synthesis and Place & Route Summary

Timing
  – Final period utilization: 47.38%
  – Setup Skew: 0.006698 ns
  – Endpoints failing hold: 0
  – Setup violators final: 0
  – Fmax: 0.09956 GHz
  – Setup TNS: 0 ns
  – Slew HR: 62.04%
  – Unrepaired setup endpoints after global routing: false
  – Fin crit period: 10.04 ns
  – Pins Over Slew Limit: 0
  – Worst setup margin: 11.16 ns
  – Slew @ Worst Pin: 0.5550 ns

Worst setup path
  – Reg2reg end: accum[21]$_DFF_PN0_
  – Required @ worst endpoint: 16.96 ns
  – Worst setup path category: input pin to output port
  – CP Launch Type: input pin
  – WP data arrival: 5.80 ns
  – Worst r2r src: accum[0]$_DFF_PN0_
  – Crit end category: output port
  – CP max FO: 2
  – Worst r2r path cells: 17
  – Reg-to-reg slack, setup: 16.40 ns

Floorplanning
  – Core area: 11610 um2
  – Starting Density: 31.42%
  – Die Ht: 112.3 um
  – I/O pins: 68
  – Die area: 12610 um2
  – Row count: 39
  – Die Wd: 112.3 um

Placed design
  – Post-DP HPWL: 6748 um
  – I/O Buffers: 66
  – Placed cells: 651
  – Pre-CTS setup slack: 11.16 ns
  – RD Place Congestion: 0.8807

Synth
  – Biggest area cells: dfrtp_1 16%, ha_1 16%, xnor2_1 7.9%
  – Post-synth EDFFs: 0
  – Synth area leader: dfrtp_1
  – Syn Inst Count: 455
  – Post-synth seq share: 20.30%
  – Mapped cell area: 3648 um2
  – Fraction of registers with async set/reset: 77.42%
  – Syn_area_per_cell: 8.019 um2
  – Unique masters post-synth: 56
  – Yosys cell count: 455
  – Synth flops: 31
  – Yosys chip area: 3648 um2
  – Most used DFF post-synth: dfrtp_1
  – Syn. warnings: 1
  – Post-synth top area share: 16.46%

Global route
  – M1 GR Usage: 20.58%
  – Total global routing overflow: 0
  – Largest net degree at the start of global routing: 32
  – Global-route wire length before repair: 14290 um
  – Met2 Use GR: 22.69%
  – Vias in the first global route: 3225
  – Initial antenna violation count: 0
  – Most crowded layer after global routing: met2
  – Global Route met3 Usage: 1.871%
  – GRT Resource Usage Total: 13.90%

Clock tree
  – Postcts setup bufs: 0
  – Clock sinks: 31
  – CTS Hold Bufs: 0
  – Clock latency (worst-skew pair): 0.27 ns
  – Total CTS buffers: 5
  – Number of gates resized after CTS: 0
  – TritonCTS clock tree: built
  – H-tree levels: 2
  – Clock root buffer: clkbuf_16
  – Clock Pin Slew Worst Setup and Hold Paths: 0.05 ns
  – Longest Clk Path Bufs: 2

Drt
  – Via count: 3313
  – Routed WL per cell: 12.71 um
  – Final wirelength: 8378 um
  – Vias per inst: 5.027
  – Drt pass-1 iters: 15
  – Initial DRC Count: 101
  – ANT nets after route: 0
  – Diode count: 0
  – Detailed-route DRC error count: 0

Layout
  – Share of layout cells above drive strength 1: 3.295%
  – Top cell excl fill/tap: clkdlybuf4s50_1
  – Finished Layout Cells: 659
  – # fillers: 1167
  – Final core occ: 39.42%
  – Layout area overhead: 25.48%
  – Top Layout Cells: 66 x clkdlybuf4s50_1, 48 x ha_1, 47 x a21oi_1

Worst hold path
  – Hold path startpoint: ticks[6]$_SDFFE_PN0P_
  – Hold path depth: 2
  – Min-Delay Path Class: flip-flop to flip-flop
  – Hold EP: ticks[6]$_SDFFE_PN0P_

Run status
  – Outcome: finished, final reports clean

Run
  – Max Cap Viol: 0
  – OpenROAD warning count: 25
cell type report:
type	count	area (um2)	area share, %
Timing Repair Buffer	68	675.6	14.76
Clock inverter	1	5.005	0.1093
Tap cell	143	178.9	3.908
Clock buffer	7	132.6	2.897
Sequential cell	31	740.7	16.18
Multi-Input combinational cell	376	2721	59.44
Inverter	33	123.9	2.706
cell families after synthesis:
group,share of synthesized area [%]
buf+inv,5.110
mux,4.664
simple gates,15.95
flops,20.30
xor+xnor,11.04
fa+ha+maj,17.56
other cells,0.1028
compound gates,25.27
how the worst max path moves through the flow:
stage | slack, ns | from | depth (start not counted) | endpoint
after CTS | 11.13 | mask[5] | 5 | sine_out2
after global routing | 11.02 | mask[5] | 5 | sine_out2
final | 11.16 | mask[5] | 5 | sine_out2
synthesized netlist by cell type, types with 3 or more instances:
| library cell | count |
|---|---|
| clkbuf_1 | 12 |
| nor2_1 | 30 |
| o21bai_1 | 6 |
| nor2b_1 | 6 |
| inv_1 | 33 |
| nand2_1 | 36 |
| a21o_1 | 19 |
| o21ai_0 | 11 |
| a21oi_1 | 47 |
| o21a_1 | 8 |
| or3_1 | 3 |
| ha_1 | 48 |
| a211oi_1 | 6 |
| dfxtp_1 | 7 |
| a21oi_2 | 3 |
| nor3_1 | 4 |
| xor2_1 | 13 |
| and2_1 | 4 |
| a31oi_1 | 10 |
| xnor2_1 | 33 |
| nand3_1 | 16 |
| a21boi_1 | 3 |
| nand4_1 | 9 |
| mux2_1 | 11 |
| nand2b_1 | 3 |
| o21ai_1 | 12 |
| dfrtp_1 | 24 |
sequential cells by signal, indices dropped and copies added (netlist names):
name	flops
ticks	7
accum	24
through the flow:
stage,hold WS [ns],instance area [um2]
6_report,0.5304,4578
4_1_cts,0.5346,4578
2_1_floorplan,0.4562,3649
5_1_grt,0.5559,4578
3_5_place_dp,0.5171,4441
3_3_place_gp,0.4993,4441
layer usage:
metal / share of wire, % / up-vias
li1: - / 1757
met1: 51 / 1458
met2: 43 / 94
met3: 5.2 / 4
met4: 0.45 / 0
met5: 0 / -
worst max-delay path: stages:
cell	delay (ns)
clkdlybuf4s50_1	0.40
a222oi_1	0.34
nand3_1	0.13
or2_2	0.29
clkdlybuf4s50_1	0.40
